`flow/design.v`:
```
parameter
    LOW = 1'b0,
    HIGH = 1'b1,
    R_Type = 2'b00, 
    J_Type = 2'b01, 
    I_Type = 2'b10, 
    S_Type = 2'b11,
    AND = 5'b00000,  
    ADD = 5'b00001,  
    SUB = 5'b00010,  
    CMP = 5'b00011,  
    ANDI = 5'b00000,  
    ADDI = 5'b00001,  
    LW   = 5'b00010,  
    SW   = 5'b00011,  
    BEQ  = 5'b00100,  
    J    = 5'b00000,  
    JAL  = 5'b00001,  
    SLL  = 5'b00000,  
    SLR  = 5'b00001,  
    SLLV = 5'b00010,  
    SLRV = 5'b00011,  
    ALU_Add = 3'b000,  
    ALU_Sub = 3'b001,  
    ALU_And = 3'b010,  
    ALU_SLL = 3'b011,  
    ALU_SLR = 3'b100,  
    PC_Src_Dft = 2'b00,  
    PC_Src_Ra  = 2'b01,  
    PC_Src_Jmp = 2'b10,  
    PC_Src_BTA = 2'b11,  
    ALU_Src_SAi = 2'b10,  
    ALU_Src_Reg = 2'b11,  
    ALU_Src_SIm = 2'b00,  
    ALU_Src_UIm = 2'b01,  
    R0 = 5'd0,  
    R1 = 5'd1,  
    R2 = 5'd2,  
    R3 = 5'd3,  
    R4 = 5'd4,  
    R5 = 5'd5,  
    R6 = 5'd6,  
    R7 = 5'd7,  
    R8 = 5'd8,  
    R9 = 5'd9,  
    R10 = 5'd10,  
    R11 = 5'd11,  
    R12 = 5'd12,  
    R13 = 5'd13,  
    R14 = 5'd14,  
    R15 = 5'd15,  
    R16 = 5'd16,  
    R17 = 5'd17,  
    R18 = 5'd18,  
    R19 = 5'd19,  
    R20 = 5'd20,  
    R21 = 5'd21,  
    R22 = 5'd22,  
    R23 = 5'd23,  
    R24 = 5'd24,  
    R25 = 5'd25,  
    R26 = 5'd26,  
    R27 = 5'd27,  
    R28 = 5'd28,  
    R29 = 5'd29,  
    R30 = 5'd30,  
    R31 = 5'd31;  
module instructionMemory(clock, AddressBus, InstructionReg);
    input wire clock;
    input wire [31:0] AddressBus;
    output reg [0:31] InstructionReg;
    reg [31:0] instruction_memory [0:255];
    assign InstructionReg = instruction_memory[AddressBus[31:2]];  
    initial begin
        instruction_memory[0] = 32'b0;
        instruction_memory[1] = { ADDI, R0, R1, 14'b1000, I_Type, 1'b0 };
        instruction_memory[2] = { ADDI, R0, R2, 14'b1110, I_Type, 1'b0 };
        instruction_memory[3] = { BEQ, R1, R2, 5'd0, 9'd8, I_Type, 1'b0 };
        instruction_memory[4] = { ADDI, R0, R1, 14'b1110, I_Type, 1'b0 };
        instruction_memory[5] = { BEQ, R1, R2, 5'd0, 9'd8, I_Type, 1'b0 };
        instruction_memory[6] = { ADDI, R0, R4, 14'd1, I_Type, 1'b0 };
        instruction_memory[7] = { ADDI, R0, R5, 14'd2, I_Type, 1'b0 };
    end
endmodule
```
`flow/config.mk`:
```
export PLATFORM = sky130hd
export DESIGN_NAME = instructionMemory
export DESIGN_NICKNAME = instructionMemory
export VERILOG_FILES = /design/flow/design.v
export SDC_FILE = /design/flow/constraint.sdc
export NUM_CORES = 4
export LEC_CHECK = 1
export CORE_AREA = 10 10 70 70
export DIE_AREA = 0 0 80 80
export SYNTH_MEMORY_MAX_BITS = 65536
```
`flow/constraint.sdc`:
```
current_design instructionMemory

set clk_period 1.0
set clk_io_pct 0.2

create_clock -name clk0 -period $clk_period

set non_clock_inputs [all_inputs -no_clocks]
set_input_delay [expr $clk_period * $clk_io_pct] -clock clk0 $non_clock_inputs
set_output_delay [expr $clk_period * $clk_io_pct] -clock clk0 [all_outputs]
```
`flow/run.sh`:
```
#!/bin/bash
# OpenROAD 26Q1-2900-gdf79404cd8, Yosys 0.63+post, stock flow scripts
make -C /OpenROAD-flow-scripts/flow DESIGN_CONFIG=/design/flow/config.mk WORK_HOME=/design/flow/orfs finish
```
==> flow_metrics.tcl <==
# collected from the flow reports
set metrics [dict create \
    worst-path-buf-inv 3 \
    cp_cell_sequence "buf_8 > buf_6 > ha_4 > mux2_4 > buf_6" \
    io_buffer_count 14 \
    finalWirelength_um 993 \
    p_leak_nw 0.306 \
    violations "negative setup slack" \
    setup_violations 8 \
    warnings 69 \
    ir_worst_vdd_mv 0.0561 \
    holdPathStages 4 \
    overflow 0 \
    avgSynthCellArea_um2 7.48 \
    crit_type "primary input to output pin" \
    ys_seq_share 0 \
    grt_max_degree 9 \
    lay_top_cells "conb_1, buf_6, ha_4" \
    grt.total_usage 0.0259 \
    ys_area_um2 352 \
    drtIter0Drc 4 \
    synthToLayoutAreaGrowth_pct 80.4 \
    hold_start "AddressBus[4]" \
    cp_top_family "buffers and inverters" \
    crit_top_cell "buf_6" \
    ant_nets 0 \
    die_y_um 80 \
    rsz0062_at_grt "true" \
    simple_gate_share 0.103 \
    startpoint "AddressBus[3]" \
    coreArea_um2 3420 \
    cap_violations 0 \
    status "finished with violations" \
    hold_path_end "InstructionReg[25]" \
    drive_above_1_share 0.591 \
    row_count 21 \
    vias 288 \
    hold_ws_ns 0.793 \
    fa_ha_area_frac 0.214 \
    regArea_um2 0 \
    cts_hold_buf 0 \
    ys_types 14 \
    grt_pass1_wl_um 1470 \
    p_total_uw 204 \
    flops 0 \
    vias_per_cell 2.57 \
    antenna_found_initial 0 \
    layout_top_cell "conb_1" \
    fin_crit_sh 1.15 \
    worst_setup_path_start_kind "primary input" \
    antenna_cells 0 \
    worstSetupEndpointType "output pin" \
    grt_pass1_vias 317 \
    path_max_fanout 3 \
    maxSlewViolCount 0 \
    setup-tns-final_ns -0.659 \
    postSynthCellCount 47 \
    pin_count 65 \
    final.clkbuf_count 0 \
    yosys_cells 47 \
    nFillCells 386 \
    fmax_mhz 866 \
    yosysWarnings 2 \
    xor_share 0 \
    logic_family "buffers and inverters" \
    p_per_area_nw_per_um2 322 \
    drt_pass1_iterations 2 \
    dpl.hpwl_um 779 \
    fp_util 0.103 \
    synthAoiAreaFrac 0.0569 \
    fin_ws_ns -0.155 \
    mux_share 0.0712 \
    crit_required_ns 0.80 \
    synth_area_um2 352 \
    arrival_ns 0.95 \
    dieArea_um2 6400 \
    hold_path.class "primary input to output pin" \
    drc_errors 0 \
    die_w_um 80 \
    wire_per_inst_um 8.87 \
    slowest_delay_ns 0.26 \
    fin_crit_ns 1.15 \
    hold_violations 0 \
    critPathSlowestCell "mux2_4" \
    gp_congestion 0.657 \
]
==> stage by stage <==
step,worst slack (ns),instances,util,area [µm²]
after floorplan,0.102,67,-,427
after global placement,-0.945,111,0.147,500
after detailed placement,-0.933,111,0.147,500
after CTS,-0.145,113,0.174,596
after global routing,-0.189,112,0.186,634
final,-0.155,112,0.186,634
==> worst max path at each step <==
stage | slack, ns | end | cells after the start
CTS | -0.15 | InstructionReg[26] | 5
global route | -0.19 | InstructionReg[4] | 7
finish | -0.15 | InstructionReg[26] | 5
==> cell usage after synthesis <==
cell type / instances / area share
o21ai_0: 2 / 0.028
nor2b_1: 1 / 0.018
nand2_1: 1 / 0.011
and2_1: 2 / 0.036
buf_4: 22 / 0.47
buf_6: 1 / 0.032
conb_1: 1 / 0.011
nor2_1: 2 / 0.021
ha_1: 6 / 0.21
mux2i_1: 1 / 0.028
a21oi_1: 2 / 0.028
mux2_4: 1 / 0.043
inv_1: 4 / 0.043
nand2b_1: 1 / 0.018
==> cell families after synthesis <==
logic type	after synthesis
buffers and inverters	27
and+or+nand+nor	7
adders and majority gates	6
AOI/OAI and AO/OA	4
muxes	2
other	1
==> power breakdown <==
group | internal (mW) | total, mW | leakage (nW) | switching [mW]
registers | 0 | 0 | 0 | 0
logic | 0.121 | 0.204 | 0.306 | 0.0830
clock network | 0 | 0 | 0 | 0
==> worst min-delay path, delay by kind of cell <==
family / cells / cell delay [ns]
and+or+nand+nor: 2 / 0.19
buffers and inverters: 2 / 0.20
==> per-layer routing <==
layer | track usage | vias up | part of all wire | wire length, µm
met4 | 0 | 0 | 0 | 0
met3 | 0.00795 | 0 | 0.096 | 95
met2 | 0.0449 | 19 | 0.48 | 478
met1 | 0.0323 | 130 | 0.42 | 418
li1 | - | 139 | - | -
met5 | 0 | - | 0 | 0
==> area by class of cell <==
cell class / instances / area, µm² / share of cell area
Inverter: 4 / 27.5 / 0.0434
Multi-Input combinational cell: 40 / 347 / 0.546
Tap cell: 46 / 57.6 / 0.0907
Timing Repair Buffer: 22 / 203 / 0.320
==> repair_timing <==
action / CTS / global route
gates resized: 71 / 15
buffers inserted: 2 / 0
cloned: 0 / 0
setup endpoints to repair: 11 / 10
pin swaps: 4 / 4
No activity file was given, so power comes from the tool's default toggle rates.
