### flow/run.sh
#!/bin/bash
# OpenROAD 26Q1-2900-gdf79404cd8, Yosys 0.63+post, stock flow scripts
make -C /OpenROAD-flow-scripts/flow DESIGN_CONFIG=/design/flow/config.mk WORK_HOME=/design/flow/orfs finish
### flow/config.mk
export PLATFORM = sky130hd
export DESIGN_NAME = registerFile
export DESIGN_NICKNAME = registerFile
export VERILOG_FILES = /design/flow/design.v
export SDC_FILE = /design/flow/constraint.sdc
export NUM_CORES = 4
export LEC_CHECK = 1
export CORE_UTILIZATION = 40
### flow/constraint.sdc
current_design registerFile

set clk_period 6.2
set clk_io_pct 0.2

create_clock -name clk0 -period $clk_period [get_ports {clock}]
create_clock -name clk1 -period $clk_period [get_ports {sig_enable_write}]

set non_clock_inputs [all_inputs -no_clocks]
set_input_delay [expr $clk_period * $clk_io_pct] -clock clk0 $non_clock_inputs
set_output_delay [expr $clk_period * $clk_io_pct] -clock clk0 [all_outputs]
### flow/design.v
parameter
    LOW = 1'b0,
    HIGH = 1'b1,
    R_Type = 2'b00, 
    J_Type = 2'b01, 
    I_Type = 2'b10, 
    S_Type = 2'b11,
    AND = 5'b00000,  
    ADD = 5'b00001,  
    SUB = 5'b00010,  
    CMP = 5'b00011,  
    ANDI = 5'b00000,  
    ADDI = 5'b00001,  
    LW   = 5'b00010,  
    SW   = 5'b00011,  
    BEQ  = 5'b00100,  
    J    = 5'b00000,  
    JAL  = 5'b00001,  
    SLL  = 5'b00000,  
    SLR  = 5'b00001,  
    SLLV = 5'b00010,  
    SLRV = 5'b00011,  
    ALU_Add = 3'b000,  
    ALU_Sub = 3'b001,  
    ALU_And = 3'b010,  
    ALU_SLL = 3'b011,  
    ALU_SLR = 3'b100,  
    PC_Src_Dft = 2'b00,  
    PC_Src_Ra  = 2'b01,  
    PC_Src_Jmp = 2'b10,  
    PC_Src_BTA = 2'b11,  
    ALU_Src_SAi = 2'b10,  
    ALU_Src_Reg = 2'b11,  
    ALU_Src_SIm = 2'b00,  
    ALU_Src_UIm = 2'b01,  
    R0 = 5'd0,  
    R1 = 5'd1,  
    R2 = 5'd2,  
    R3 = 5'd3,  
    R4 = 5'd4,  
    R5 = 5'd5,  
    R6 = 5'd6,  
    R7 = 5'd7,  
    R8 = 5'd8,  
    R9 = 5'd9,  
    R10 = 5'd10,  
    R11 = 5'd11,  
    R12 = 5'd12,  
    R13 = 5'd13,  
    R14 = 5'd14,  
    R15 = 5'd15,  
    R16 = 5'd16,  
    R17 = 5'd17,  
    R18 = 5'd18,  
    R19 = 5'd19,  
    R20 = 5'd20,  
    R21 = 5'd21,  
    R22 = 5'd22,  
    R23 = 5'd23,  
    R24 = 5'd24,  
    R25 = 5'd25,  
    R26 = 5'd26,  
    R27 = 5'd27,  
    R28 = 5'd28,  
    R29 = 5'd29,  
    R30 = 5'd30,  
    R31 = 5'd31;  
module registerFile(clock, RA, RB, RW, sig_enable_write, BusW, BusA, BusB);
	input wire clock;
	input wire sig_enable_write;
	input wire [4:0] RA, RB, RW;
	output reg [31:0] BusA, BusB;
	input wire [31:0] BusW;
	reg [31:0] registers_array [0:31];
	always @(posedge clock) begin
		BusA = registers_array[RA];
		BusB = registers_array[RB];
	end
	always @(posedge sig_enable_write) begin
		if ( RW != 5'b0 ) begin  
			registers_array[RW] = BusW;
		end
	end
	initial begin
		registers_array[0] <= 32'h00000000;
		registers_array[1] <= 32'h00000000;
		registers_array[2] <= 32'h00000000;
		registers_array[3] <= 32'h00000000;
		registers_array[4] <= 32'h00000000;
		registers_array[5] <= 32'h00000000;
		registers_array[6] <= 32'h00000000;		
		registers_array[7] <= 32'h00000000;		
		registers_array[8] <= 32'h00000000;
		registers_array[9] <= 32'h00000000;
		registers_array[10] <= 32'h00000000;
		registers_array[11] <= 32'h00000000;
		registers_array[12] <= 32'h00000000;
		registers_array[13] <= 32'h00000000;
		registers_array[14] <= 32'h00000000;
		registers_array[15] <= 32'h00000000;
		registers_array[16] <= 32'h00000000;
		registers_array[17] <= 32'h00000000;
		registers_array[18] <= 32'h00000000;
		registers_array[19] <= 32'h00000000;
		registers_array[20] <= 32'h00000000;
		registers_array[21] <= 32'h00000000;
		registers_array[22] <= 32'h00000000;
		registers_array[23] <= 32'h00000000;
		registers_array[24] <= 32'h00000000;
		registers_array[25] <= 32'h00000000;
		registers_array[29] <= 32'h00000000;
		registers_array[31] <= 32'h00000000;
	end
endmodule
==> flow_summary.html <==
<h3>Flow metrics</h3>
<table>
<tr><th>Metric</th><th>Value</th></tr>
<tr><th colspan="2">Power and ir drop</th></tr>
<tr><td>Maximum VDD drop</td><td>0.000233 V</td></tr>
<tr><td>Switching power share of the total</td><td>23.7%</td></tr>
<tr><td>Power density cells</td><td>298 nW/µm²</td></tr>
<tr><td>Post-layout total power</td><td>17.0 mW</td></tr>
<tr><td>Clock network fraction of total power</td><td>42.1%</td></tr>
<tr><td>Net switching power of the design</td><td>4.02 mW</td></tr>
<tr><td>Static leakage power</td><td>20.8 nW</td></tr>
<tr><td>Internal power summed over all cells</td><td>13.0 mW</td></tr>
<tr><td>Sequential power share</td><td>49.3%</td></tr>
<tr><td>Combinational power share</td><td>8.6%</td></tr>
<tr><th colspan="2">Job</th></tr>
<tr><td>Total number of warnings across the stage logs</td><td>27</td></tr>
<tr><td>Max cap viols</td><td>0</td></tr>
<tr><th colspan="2">Drt</th></tr>
<tr><td>Number of vias per cell</td><td>5.91</td></tr>
<tr><td>Routed wire length</td><td>152000 µm</td></tr>
<tr><td>Number of design rule violations left after detail routing</td><td>0</td></tr>
<tr><td>Routed vias</td><td>31.0k</td></tr>
<tr><td>Number of antenna-violating nets in the routed design</td><td>0</td></tr>
<tr><td>Number of DRC violations after detailed-routing iteration 0</td><td>2133</td></tr>
<tr><td>Final routed wire length divided by cell count</td><td>28.9 µm</td></tr>
<tr><td>Diode count</td><td>0</td></tr>
<tr><td>Number of detailed-route iterations in the first pass</td><td>5</td></tr>
<tr><th colspan="2">Critical path</th></tr>
<tr><td>Startpoint Class</td><td>input pin</td></tr>
<tr><td>Max Fanout on Critical Path</td><td>37</td></tr>
<tr><td>Cell depth of the worst flop-to-flop path</td><td>5</td></tr>
<tr><td>Largest stage delay on the critical path</td><td>0.85 ns</td></tr>
<tr><td>Reg2reg start</td><td>registers_array[2][26]</td></tr>
<tr><td>WP data arrival</td><td>4.10 ns</td></tr>
<tr><td>Type of destination of the critical path</td><td>flop</td></tr>
<tr><td>Crit Path Class</td><td>input pin to flop</td></tr>
<tr><td>Critical path's slowest cell</td><td>sky130_fd_sc_hd__nor2_4</td></tr>
<tr><td>Worst reg2reg path endpoint</td><td>BusA[26]</td></tr>
<tr><td>Cells traversed along the worst timing path</td><td>clkdlybuf4s50_1, nor2_4, buf_4, a22o_1, nor3_1, a31oi_1, nand3_1</td></tr>
<tr><td>Required time of the critical path</td><td>6.54 ns</td></tr>
<tr><td>Minimum setup slack among reg-to-reg paths</td><td>4.50 ns</td></tr>
<tr><th colspan="2">Clocking</th></tr>
<tr><td>Clock transition at path regs</td><td>0.08 ns</td></tr>
<tr><td>Number of clock sinks</td><td>1088</td></tr>
<tr><td>CTS hold repair buffers</td><td>0</td></tr>
<tr><td>Number of buffers inserted by post-CTS setup repair</td><td>0</td></tr>
<tr><td>TritonCTS clock tree</td><td>built</td></tr>
<tr><td>Number of gates given a new drive strength after cts</td><td>0</td></tr>
<tr><th colspan="2">Final timing</th></tr>
<tr><td>Final setup violation count</td><td>0</td></tr>
<tr><td>Setup repair after global routing missed its margin</td><td>false</td></tr>
<tr><td>Headroom to the max-slew limit</td><td>31.5%</td></tr>
<tr><td>Slew of the pin with the lowest slew margin</td><td>1.03 ns</td></tr>
<tr><td>Pins over their slew limit</td><td>0</td></tr>
<tr><td>Total negative slack</td><td>0 ns</td></tr>
<tr><td>Final-report hold violation count</td><td>0</td></tr>
<tr><th colspan="2">Run status</th></tr>
<tr><td>Result of the run</td><td>completed</td></tr>
<tr><th colspan="2">Synth</th></tr>
<tr><td>Number of warning messages in the yosys log</td><td>1</td></tr>
<tr><td>Instance count of the mapped netlist</td><td>3388</td></tr>
<tr><td>Number of synthesized register bits</td><td>1088</td></tr>
<tr><td>Number of flops mapped to enable cells by yosys</td><td>1024</td></tr>
<tr><td>Unique cell types</td><td>27</td></tr>
<tr><td>Async set-reset flop share out of synthesis</td><td>0%</td></tr>
<tr><td>Netlist area before placement</td><td>49800 µm²</td></tr>
<tr><td>Chip area line of the yosys report</td><td>49800 µm²</td></tr>
<tr><td>Number of cells in the yosys synthesis report</td><td>3388</td></tr>
<tr><td>Primary flip-flop cell chosen by synthesis mapping</td><td>sky130_fd_sc_hd__edfxtp_1</td></tr>
<tr><td>Per-instance average area after synthesis</td><td>14.7 µm²</td></tr>
<tr><td>Register area share after synthesis</td><td>64.4%</td></tr>
<tr><th colspan="2">GRT</th></tr>
<tr><td>Vias in the first global route</td><td>32.3k</td></tr>
<tr><td>Fraction of met2 tracks used by global routing</td><td>37.7%</td></tr>
<tr><td>Leftover overflow at the end of global routing</td><td>0</td></tr>
<tr><td>GRT Overall Usage</td><td>25.9%</td></tr>
<tr><td>Routing layer with the top usage in global route</td><td>met2</td></tr>
<tr><td>Global-route wire length before repair</td><td>219000 µm</td></tr>
<tr><td>Met1 Usage GRT</td><td>34.1%</td></tr>
<tr><td>Antenna violations before repair</td><td>0</td></tr>
<tr><td>Global Route met3 Usage</td><td>16.1%</td></tr>
<tr><td>Largest net degree at the start of global routing</td><td>95</td></tr>
<tr><th colspan="2">Floorplan</th></tr>
<tr><td>Die x size</td><td>355 µm</td></tr>
<tr><td>Floorplan utilization</td><td>40.3%</td></tr>
<tr><td>Site Rows</td><td>129</td></tr>
<tr><td>Placeable core area</td><td>123000 µm²</td></tr>
<tr><td>Total die size</td><td>126000 µm²</td></tr>
<tr><td>Chip Height</td><td>355 µm</td></tr>
<tr><td>Num ports</td><td>113</td></tr>
<tr><th colspan="2">Final layout</th></tr>
<tr><td>Fraction of final layout cells with drive strength greater than 1</td><td>9.35%</td></tr>
<tr><td>Area growth from synthesis to layout</td><td>14.3%</td></tr>
<tr><th colspan="2">Worst hold path</th></tr>
<tr><td>End point of the most critical hold path</td><td>BusA[1]</td></tr>
<tr><td>Min-Delay Path Class</td><td>flop to flop</td></tr>
<tr><td>Worst Hold Launch</td><td>registers_array[16][1]</td></tr>
<tr><td>Cell depth of the worst min-delay path</td><td>4</td></tr>
<tr><th colspan="2">Place</th></tr>
<tr><td>Routability-driven placement congestion ratio</td><td>0.867</td></tr>
<tr><td>Placed wire-length estimate</td><td>81400 µm</td></tr>
<tr><td>Input/output buffers</td><td>111</td></tr>
</table>
cell usage after synthesis (all sizes together) (4+ instances only):
library cell  instances  area, µm²
nand2               131        492
nand3               225       1130
a22oi               320       2400
nor3                 32        160
buf                 155       1030
clkbuf              100        383
mux2i              1024      10200
a21oi               128        641
nor2                 35        131
nor2b                 4       25.0
a22o                 64        561
dfxtp                64       1280
nand4                32        200
nand2b                5       31.3
a31oi                32        200
edfxtp             1024      30700
layer usage:
| metal | vias up | part of all wire (%) |
|---|---|---|
| met4 | 8 | 3.0 |
| li1 | 13700 | - |
| met1 | 15400 | 37 |
| met2 | 1682 | 46 |
| met3 | 263 | 14 |
| met5 | - | 0.21 |
logic make-up after synthesis:
logic type	synth area share, %
flip-flops	64.4
multiplexers	20.6
AND-OR/OR-AND	7.64
AND/OR/NAND/NOR	4.52
buffers and inverters	2.84
other	0.00754
power groups by stage:
stage	logic [mW]	clock network, mW	registers (mW)
6_report	1.46	7.14	8.37
4_1_cts	1.46	7.27	8.37
5_1_grt	1.56	7.52	8.38
state kept, by name, indices dropped and copies added (netlist names):
name             flops
BusB                32
BusA                32
registers_array   1024
critical path: cells and delay by family:
kind                   cells  cell delay, ns
and+or+nand+nor            3            1.02
AOI/OAI and AO/OA          2            0.56
buffers and inverters      2            1.22
placed cells by master, fill, tap and decap left out, drive strengths merged, types with 64 or more instances in the layout:
cell type	synthesis	routed
nand3	225	225
buf	155	119
mux2i	1024	1024
dfxtp	64	64
edfxtp	1024	1024
a22oi	320	320
clkdlybuf4s50	0	109
a22o	64	64
a21oi	128	128
clkbuf	100	141
nand2	131	131
stage by stage:
stage,utilization (%),hold slack [ns],worst slack (ns),cell area [µm²],std cells
after floorplan,-,0.579,2.65,49900,3419
after global placement,43.0,0.616,2.08,53100,5029
after detailed placement,43.0,0.613,2.05,53100,5029
after CTS,46.1,0.828,2.56,56900,5241
after global routing,46.1,0.884,2.38,56900,5241
final,46.1,0.838,2.44,56900,5241
worst max-delay path by stage:
stage	start	end	depth (start not counted)
CTS	RA[0]	BusA[29]	7
global route	RA[0]	BusA[29]	7
finish	RA[0]	BusA[29]	7
final cells by class:
class / count / area, µm²
Timing Repair Buffer: 228 / 2250
Tap cell: 1637 / 2050
Clock inverter: 71 / 737
Multi-Input combinational cell: 2076 / 16700
Sequential cell: 1088 / 32000
Clock buffer: 141 / 3080
Fill cell: 10500 / 66600
Power is estimated from default activity; no workload was simulated.
