[/design/flow/run.sh]
#!/bin/bash
# OpenROAD 26Q1-2900-gdf79404cd8, Yosys 0.63+post, stock flow scripts
make -C /OpenROAD-flow-scripts/flow DESIGN_CONFIG=/design/flow/config.mk WORK_HOME=/design/flow/orfs finish
[/design/flow/config.mk]
export PLATFORM = sky130hd
export DESIGN_NAME = lastInFirstOutMemory
export DESIGN_NICKNAME = lastInFirstOutMemory
export VERILOG_FILES = /design/flow/design.v
export SDC_FILE = /design/flow/constraint.sdc
export NUM_CORES = 4
export LEC_CHECK = 1
export CORE_UTILIZATION = 40
[/design/flow/constraint.sdc]
current_design lastInFirstOutMemory

set clk_period 15.0
set clk_io_pct 0.2

create_clock -name clk0 -period $clk_period [get_ports {clock}]

set non_clock_inputs [all_inputs -no_clocks]
set_input_delay [expr $clk_period * $clk_io_pct] -clock clk0 $non_clock_inputs
set_output_delay [expr $clk_period * $clk_io_pct] -clock clk0 [all_outputs]
[/design/flow/design.v]
parameter
    LOW = 1'b0,
    HIGH = 1'b1,
    R_Type = 2'b00, 
    J_Type = 2'b01, 
    I_Type = 2'b10, 
    S_Type = 2'b11,
    AND = 5'b00000,  
    ADD = 5'b00001,  
    SUB = 5'b00010,  
    CMP = 5'b00011,  
    ANDI = 5'b00000,  
    ADDI = 5'b00001,  
    LW   = 5'b00010,  
    SW   = 5'b00011,  
    BEQ  = 5'b00100,  
    J    = 5'b00000,  
    JAL  = 5'b00001,  
    SLL  = 5'b00000,  
    SLR  = 5'b00001,  
    SLLV = 5'b00010,  
    SLRV = 5'b00011,  
    ALU_Add = 3'b000,  
    ALU_Sub = 3'b001,  
    ALU_And = 3'b010,  
    ALU_SLL = 3'b011,  
    ALU_SLR = 3'b100,  
    PC_Src_Dft = 2'b00,  
    PC_Src_Ra  = 2'b01,  
    PC_Src_Jmp = 2'b10,  
    PC_Src_BTA = 2'b11,  
    ALU_Src_SAi = 2'b10,  
    ALU_Src_Reg = 2'b11,  
    ALU_Src_SIm = 2'b00,  
    ALU_Src_UIm = 2'b01,  
    R0 = 5'd0,  
    R1 = 5'd1,  
    R2 = 5'd2,  
    R3 = 5'd3,  
    R4 = 5'd4,  
    R5 = 5'd5,  
    R6 = 5'd6,  
    R7 = 5'd7,  
    R8 = 5'd8,  
    R9 = 5'd9,  
    R10 = 5'd10,  
    R11 = 5'd11,  
    R12 = 5'd12,  
    R13 = 5'd13,  
    R14 = 5'd14,  
    R15 = 5'd15,  
    R16 = 5'd16,  
    R17 = 5'd17,  
    R18 = 5'd18,  
    R19 = 5'd19,  
    R20 = 5'd20,  
    R21 = 5'd21,  
    R22 = 5'd22,  
    R23 = 5'd23,  
    R24 = 5'd24,  
    R25 = 5'd25,  
    R26 = 5'd26,  
    R27 = 5'd27,  
    R28 = 5'd28,  
    R29 = 5'd29,  
    R30 = 5'd30,  
    R31 = 5'd31;  
module lastInFirstOutMemory(clock, DataOut, flag_full, flag_empty, sig_push, sig_pop, DataIn);
  output reg [31:0] DataOut;
  output flag_full, flag_empty;
  input [31:0] DataIn;
  input clock, sig_push, sig_pop;
  reg [4:0] stack_pointer;  
  reg [31:0] memory [31:0];  
  assign flag_full = (stack_pointer == 5'd31) ? 1 : 0;
  assign flag_empty = (stack_pointer == 5'd0) ? 1 : 0;
  initial begin
    stack_pointer = 5'd0;
  end
  always @(posedge clock)
  begin
    if (sig_push & !flag_full)
      begin
        memory[stack_pointer] <= DataIn;
        stack_pointer <= stack_pointer + 1;
      end
    else if (sig_pop & !flag_empty)
      begin
        stack_pointer = stack_pointer - 1;
        DataOut <= memory[stack_pointer];
      end
  end
endmodule
==> results.ini <==
[power]
power_density_nw_per_um2=184
power.total_mw=8.66
max_ir_drop_vdd_v=0.000120
leakage_nw=14.5

[timing]
final_critical_path_time_including_i_o_delays_and_setup_ns=5.93
fin_tns_setup_ns=0
tightestPinTransition_ns=0.949
period_used_share=0.395
timing.hold.ws_ns=1.03
final-max-slew-violation-count=0
fmax_ghz=0.169
max-slew-margin-rel=0.363
worst_clock_skew_ns=0.0262
report.final.setup_viol=0
timing_hold_violations_final=0
worst_slack_ns=9.07
rsz0062_at_grt=no

[run]
log.warning_count=30
max_cap_viol_count=0

[critical_path]
timing.critical_path.required_ns=12.00
timing.critical_path.max_delay_family=simple AND/OR/NAND/NOR gates
worstReg2RegStart=stack_pointer[1]
reg2reg_path_depth=8
crit_path_start=stack_pointer[2]
type_of_origin_of_the_critical_path=flip-flop
max_stage_delay_ns=0.66
critical_path.n_buffers_inverters=1
worstPathArrival_ns=2.93
worst-path-max-fanout=17
cp_cell_sequence=or3_1, nor2_1, clkdlybuf4s50_1
cp_num_cells=3
timing.critical_path.slowest_stage_cell=sky130_fd_sc_hd__edfxtp_1
critPathKind=reg -> out
worstSetupEndpointType=primary output

[layout]
post-route-util=0.463
final-instance-count-excl-fill=3391
finalInstanceArea_sq_um=47200
share_of_final_layout_standard_cells_stronger_than_drive_strength_1=0.317
flow.area_growth_from_synthesis_pct=14.6

[routing]
drt-wirelength-per-cell_um=27.7
vias=18526
antenna_violating_nets_post_route=0
drt_drc_violations_left=0
routed_wl_um=93800
detail_route.first_pass.iterations=5
post_drt_via_cell_ratio=5.46
initialDrtViolationCount=1187

[synth]
top_post_synthesis_cells_by_count=sky130_fd_sc_hd__edfxtp_1 (1,061), sky130_fd_sc_hd__mux4_2 (256), sky130_fd_sc_hd__a21oi_1 (64), sky130_fd_sc_hd__mux2_2 (64), sky130_fd_sc_hd__nor2_1 (36)
yosys.stat.chipArea_sq_um=41200
commonest_register_cell_after_synthesis=sky130_fd_sc_hd__edfxtp_1
ranking_of_synthesized_cells_by_area=sky130_fd_sc_hd__edfxtp_1 (77%), sky130_fd_sc_hd__mux4_2 (14%), sky130_fd_sc_hd__mux2_2 (1.8%)
yosys.area.top_type_share=0.774
ys.warnings.count=1
synthCells=1765
netlist.top_cell.by_instances=sky130_fd_sc_hd__edfxtp_1
post_synth_num_cell_types=43
synthesized_area_sq_um=41200
async_reset_ff_frac=0
avgSynthCellArea_sq_um=23.3
synth_sequential_area_ratio=0.774
postSynthRegisterBits=1061
largest_area_cell=sky130_fd_sc_hd__edfxtp_1
yosysCellCount=1765
synth-edff-count=1061

[floorplan]
fp.dieArea_sq_um=104000
core_utilization_before_placement=0.404
fp.dieW_um=323
num_io_pins=69
fp.dieH_um=323
row_count=117
core_area_sq_um=102000

[clock_tree]
cts_setup_buffers=0
cts_htree_levels=3
hold_buffers=0
cts.sink_count=1061
cts-root-to-sink-buffers=3
worst_setup_hold_path_clk_slew_ns=0.06
cts-buffers-inserted=106
cts_resized=0
clock_insertion_delay_worst_skew_ns=0.68
ctsRootBufferMaster=sky130_fd_sc_hd__clkbuf_16
cts_tree=done

[grt]
grt_pass1_vias=20821
grt_pass1_wl_um=139000
grt_antenna_before_repair=0
global_route.usage.total=0.205
pin_count_of_the_biggest_net_entering_global_routing=93
gr-total-overflow=0

[status]
status=completed

[placement]
routabilityCongestion=0.879
post_dp_cell_area_sq_um=43900
dp.cells=3203
place_ws_ns=9.29
place.port_buffers=68
place.detailed.hpwl_um=56500

[min_path]
min_from=stack_pointer[2]
worst_hold_path.num_cells=1
worstHoldPathType=reg -> reg

==> cells in the final DEF, fill, tap and decap left out, types with 2 or more instances in the layout <==
cell type,instances
sky130_fd_sc_hd__edfxtp_1,1061
sky130_fd_sc_hd__mux4_2,256
sky130_fd_sc_hd__clkbuf_16,108
sky130_fd_sc_hd__buf_4,102
sky130_fd_sc_hd__clkdlybuf4s50_1,68
sky130_fd_sc_hd__mux2_2,64
sky130_fd_sc_hd__a21oi_1,64
sky130_fd_sc_hd__nor2b_1,34
sky130_fd_sc_hd__nor2_4,33
sky130_fd_sc_hd__mux2i_1,32
sky130_fd_sc_hd__a211oi_1,32
sky130_fd_sc_hd__a2111oi_2,30
sky130_fd_sc_hd__clkbuf_1,23
sky130_fd_sc_hd__clkinv_1,22
sky130_fd_sc_hd__clkinv_2,19
sky130_fd_sc_hd__nand2_1,7
sky130_fd_sc_hd__inv_1,6
sky130_fd_sc_hd__ha_1,5
sky130_fd_sc_hd__bufinv_16,5
sky130_fd_sc_hd__o21ai_0,4
sky130_fd_sc_hd__xor2_1,3
sky130_fd_sc_hd__nor2_1,3
sky130_fd_sc_hd__nand3b_1,3
sky130_fd_sc_hd__or3_1,3
sky130_fd_sc_hd__inv_6,3
sky130_fd_sc_hd__clkinvlp_4,3
sky130_fd_sc_hd__a2111oi_1,2
sky130_fd_sc_hd__xnor2_1,2
sky130_fd_sc_hd__o21ai_4,2
sky130_fd_sc_hd__o31a_2,2
sky130_fd_sc_hd__buf_12,2
==> layer usage <==
layer  wire [um]  track usage  up-vias  part of all wire
met5           0            0        -                 0
met4        1600       0.0284        0             0.017
met3       17300        0.171      114              0.18
met2       43500        0.293     1086              0.46
met1       31400        0.256     9454              0.34
li1            -            -     7872                 -
==> power breakdown <==
part / leakage [nW] / total [mW] / internal, mW / switching, mW
Combinational: 3.39 / 2.59 / 1.10 / 1.49
Sequential: 9.57 / 3.59 / 3.51 / 0.0727
Clock: 1.58 / 2.48 / 1.40 / 1.08
Total: 14.5 / 8.66 / 6.01 / 2.65
==> path summary, 6_finish.rpt <==
path / end / slack [ns]
setup / recovery: flag_empty / 9.07
hold / removal: stack_pointer[2] / 1.03
setup reg to reg: DataOut[4] / 10.73
hold reg to reg: stack_pointer[2] / 1.03
==> sequential cells by signal (all words and copies together), names as in the netlist <==
| register | count |
|---|---|
| stack_pointer | 5 |
| memory | 1024 |
| DataOut | 32 |
==> cell type report <==
cell class	count	area, sq um
diodes	1	2.50
clock buffers	131	2790
clock inverters	56	433
fillers	8265	54700
inverters	6	22.5
multi-input cells	596	8870
flip-flops and latches	1061	31900
well taps	1368	1710
repair buffers	172	1490
==> kinds of logic after synthesis <==
family                   count (synthesis)  synth area share
XOR/XNOR                                 6           0.00173
buffers and inverters                  108            0.0178
AND/OR/NAND/NOR                         92            0.0119
multiplexers                           352             0.165
flip-flops                            1061             0.774
AND-OR/OR-AND                          140            0.0276
adder cells (fa/ha/maj)                  6           0.00182
No activity file was given, so power comes from the tool's default toggle rates.
